### /design/flow/design.v
module i2c_frame_bridge(
    input wire clk, rst_n,
    input wire [7:0] rx_data,
    input wire rx_valid,
    input wire tx_valid,
    output reg [7:0] tx_data,
    input wire sr_start,
    input wire inframe,
    input wire rw_bit, addr_match,
    output reg [15:0] addr,
    output wire wr_en,
    output wire rd_en,
    output reg [31:0] wdata,
    input wire [31:0] rdata,
    input wire edge_detect
);
localparam  IDLE = 4'd0,
            ADDR_MATCH = 4'd1,
            ADDR_REG = 4'd2,
            WRITE = 4'd4,
            REG_WRITE = 4'd5,
            READ = 4'd6,
            REG_READ = 4'd7,
            STOP = 4'd8;
    reg [3:0] state, next_state;
    reg [3:0] count;
    assign wr_en = (state == REG_WRITE) ? 1'b1 : 1'b0;
    assign rd_en = (state == REG_READ) ? 1'b1 : 1'b0;
    always @(posedge clk or negedge rst_n) begin
        if (!rst_n) begin
            state <= IDLE;
            addr <= 0;
            wdata <= 0;
            count <= 0;
        end 
        else begin
            state <= next_state;
            case (state)
                ADDR_REG : begin
                    if(rx_valid) begin
                        addr <= {addr[7:0],rx_data};
                        count <= count + 1'b1;
                    end
                    else addr <= addr;
                end 
                WRITE : begin
                    if(rx_valid) begin
                        wdata <= {wdata[23:0],rx_data};
                        count <= count + 1'b1;
                    end
                    else wdata <= wdata;
                end
                READ : begin
                    if(tx_valid) begin
                        count <= count + 1'b1;
                    end
                    else count <= count;
                end
                default: count <= 0;
            endcase
        end
    end
    always @(*) begin
        case (count)
            4: tx_data = rdata[7:0];
            3: tx_data = rdata[15:8];
            2: tx_data = rdata[23:16];
            1: tx_data = rdata[31:24];
            default: tx_data = 8'h00;
        endcase
    end 
    always @(*) begin
        if (!rst_n) begin
            next_state = IDLE;
        end else if(!inframe)next_state = IDLE;
        else begin
            case (state)
                IDLE : begin
                    if(inframe) next_state = ADDR_MATCH;
                    else next_state = IDLE;
                end
                ADDR_MATCH : begin
                    if(addr_match) next_state = ADDR_REG;
                    else next_state = ADDR_MATCH;
                end
                ADDR_REG : begin
                    if (count == 2) begin
                        next_state = WRITE;
                    end else begin
                        next_state = ADDR_REG;                  
                    end
                end
                WRITE : begin
                    if(sr_start) next_state = REG_READ;
                    else if (count == 6) next_state = REG_WRITE;
                    else  next_state =  WRITE;                  
                end
                REG_WRITE : begin
                    if (edge_detect) next_state = WRITE;
                    else  next_state =  REG_WRITE;                  
                end
                READ : begin
                    if (count == 6) next_state = REG_READ;
                    else  next_state =  READ;                  
                end
                REG_READ : begin
                    if (edge_detect) next_state = READ;
                    else  next_state =  REG_READ;                  
                end
                STOP:begin
                    if(edge_detect) begin
                        if(!inframe) next_state = IDLE;
                        else  next_state =  STOP; 
                    end
                    else  next_state =  STOP; 
                end
                default:  next_state =  IDLE;
            endcase
        end
    end
endmodule
module i2c_slave_interface #(
    parameter SLAVE_ADDR = 7'h50  
)(
    input  wire clk,
    input  wire rst_n,
    inout  wire SDA_bus,
    input  wire SCL_bus,
    output reg  [6:0] addr_out,   
    output reg  [7:0] i2c_rx_data,    
    output wire        send_rx,   
    input  wire [7:0] i2c_tx_data,    
    output  wire       get_tx,   
    output wire        addr_match,  
    output reg         inframe,
    output reg         sr_start,
    output reg          rw_bit,
    output wire         edge_detect
);
    wire start_detected, stop_detected;
    reg SDA_buf;
    reg SCL_buf;
    always @(posedge clk or negedge rst_n)begin
        if(!rst_n)begin
            SDA_buf<= 1;
            SCL_buf <= 1;
        end
        else begin
            SDA_buf <= SDA_bus;
            SCL_buf <= SCL_bus;
        end
    end
    i2c_start_stop_detect i2c_start_stop_detect_inst(
        .clk(clk),
        .rst_n(rst_n),
        .sda_in(SDA_buf),
        .scl_in(SCL_buf),
        .start_detected(start_detected),
        .stop_detected(stop_detected),
        .edge_detect(edge_detect)
    );
    localparam IDLE          = 4'd0;
    localparam ADDR          = 4'd1;
    localparam RW            = 4'd2;
    localparam ACK_ADDR      = 4'd3;
    localparam RECEIVE       = 4'd4;
    localparam ACK_RECEIVE   = 4'd5;
    localparam TRANSMIT      = 4'd6;
    localparam ACK_TRANSMIT  = 4'd7;    
    localparam STOP          = 4'd8;
    localparam GET_TRANSMIT  = 4'd9;
    reg [3:0] state, next_state;
    reg [3:0] bit_cnt;
    reg sda_out_en;
    assign SDA_bus = sda_out_en ? 1'b0 : 1'bz;  
    assign get_tx = (state == GET_TRANSMIT) ? 1'b1 : 1'b0;
    always @(posedge clk or negedge rst_n)begin
        if (!rst_n) begin
            inframe <= 1'b0;
            sr_start <= 1'b0;
        end else begin
            if(inframe)begin
                if(start_detected) sr_start <= 1'b1;
                else if (stop_detected) begin
                    inframe <= 1'b0;
                    sr_start <= 1'b0;
                end
                else inframe<= inframe;
            end
            else if(start_detected) inframe <= 1'b1;
            else inframe <= inframe;
        end
    end
    always @(posedge clk or negedge rst_n) begin
        if (!rst_n) begin
            state      <= IDLE;
            i2c_rx_data    <= 8'd0;
            bit_cnt    <= 0;
            addr_out   <= 7'd0;
            rw_bit     <= 0;
        end else begin
            state <= next_state;
            if(state != ADDR && state != RECEIVE && state != TRANSMIT) bit_cnt <= 0;
            if(start_detected || stop_detected) bit_cnt <= 0;
            if (edge_detect) begin
                case (state)
                    ADDR: begin
                        addr_out <= {addr_out[5:0], SDA_bus};
                        bit_cnt   <= bit_cnt + 1'b1;
                    end
                    RECEIVE: begin
                        i2c_rx_data <= {i2c_rx_data[6:0], SDA_bus};
                        bit_cnt   <= bit_cnt + 1'b1;
                    end
                    TRANSMIT: begin
                        bit_cnt   <= bit_cnt + 1'b1;
                    end
                    RW: begin
                        rw_bit <= SDA_bus;
                    end
                default:bit_cnt <= 0;
                endcase
            end
        end
    end
    assign addr_match = (addr_out[6:0] == SLAVE_ADDR)? 1 :0 ;
    always @(negedge SCL_bus or negedge rst_n)begin
        if (!rst_n) begin
            sda_out_en = 1'b0;
        end else
            case (state)
                ACK_ADDR: begin
                    sda_out_en =  (addr_match)? 1'b1 : 1'b0;  
                end
                TRANSMIT: begin
                    sda_out_en <= ~i2c_tx_data[7-bit_cnt[2:0]];
                end
                ACK_RECEIVE: begin
                    sda_out_en = 1'b1;
                end
                default: sda_out_en = 1'b0;
            endcase
    end
assign send_rx = (state == RECEIVE && bit_cnt == 4'd8)? 1'b1 : 1'b0;
    always @(*) begin
        if (!rst_n) begin
            next_state = IDLE;
        end
        else if (stop_detected) next_state = IDLE;
        else if (start_detected) next_state = ADDR;
        else begin
            case (state)
                IDLE: begin
                    next_state = IDLE;
                end
                ADDR: begin
                    if (bit_cnt == 4'd7) begin
                        next_state= RW;
                    end
                    else next_state = ADDR;
                end
                RW: begin
                    if (edge_detect) next_state= ACK_ADDR;
                    else next_state = RW;
                end
                ACK_ADDR: begin
                    if (edge_detect) begin
                        if (addr_match) next_state = (rw_bit) ? GET_TRANSMIT : RECEIVE;
                        else next_state = STOP;
                    end
                    else next_state = ACK_ADDR;
                end
                RECEIVE: begin
                    if (bit_cnt == 4'd8 ) next_state= ACK_RECEIVE;
                    else next_state = RECEIVE;
                end
                ACK_RECEIVE: begin
                    if (edge_detect) next_state = RECEIVE;
                    else next_state = ACK_RECEIVE;
                end
                GET_TRANSMIT: begin
                    if(get_tx) next_state = TRANSMIT;
                    else next_state = GET_TRANSMIT;
                end
                TRANSMIT: begin
                    if (bit_cnt == 4'd8 ) next_state= ACK_TRANSMIT;
                    else next_state = TRANSMIT;
                end
                ACK_TRANSMIT: begin
                    if (edge_detect) begin
                       if(SDA_bus) next_state = STOP;
                       else next_state = GET_TRANSMIT;
                    end
                    else next_state = ACK_TRANSMIT;
                end
                STOP: begin
                    if (stop_detected) next_state = IDLE;
                    else next_state = STOP;
                end
                default: next_state = IDLE;
            endcase
        end
    end
endmodule
module i2c_start_stop_detect(
    input  wire clk,          
    input  wire rst_n,        
    input  wire sda_in,       
    input  wire scl_in,       
    output reg  start_detected,
    output reg  stop_detected,
    output wire edge_detect
);
    reg [1:0] sda_sync, scl_sync;
    assign edge_detect = ~scl_sync[1] & scl_sync[0];
    always @(posedge clk or negedge rst_n) begin
        if (!rst_n) begin
            sda_sync <= 2'b11;
            scl_sync <= 2'b11;
        end else begin
            sda_sync <= {sda_sync[0], sda_in};
            scl_sync <= {scl_sync[0], scl_in};
        end
    end
    always @(posedge clk or negedge rst_n) begin
        if (!rst_n) begin
            start_detected <= 1'b0;
            stop_detected  <= 1'b0;
        end else begin
            start_detected <= 1'b0;
            stop_detected  <= 1'b0;
            if (sda_sync[1] == 1'b1 && sda_sync[0] == 1'b0 && scl_sync[0] == 1'b1)
                start_detected <= 1'b1;
            if (sda_sync[1]== 1'b0 && sda_sync[0] == 1'b1 && scl_sync[0] == 1'b1)
                stop_detected <= 1'b1;
        end
    end
endmodule
module i2c_top #(
    parameter SLAVE_ADDR = 7'h50  
)(
    input  wire clk,
    input  wire rst_n,
    inout  wire SDA_bus,
    input  wire SCL_bus,
    output wire [15:0] addr,
    output wire [31:0] wdata,
    input  wire [31:0] rdata,
    output wire wr_en, rd_en
);
    wire [6:0] addr_out;
    wire [7:0] rx_data;
    wire rx_valid;
    wire addr_match;
    wire sr_start,inframe;
    wire rw_bit;
    wire edge_detect;
    wire tx_valid;
    wire [7:0] tx_data;
    i2c_slave_interface #(
        .SLAVE_ADDR(SLAVE_ADDR)
    ) i2c_slave_interface_inst(
        .clk(clk),
        .rst_n(rst_n),
        .SDA_bus(SDA_bus),
        .SCL_bus(SCL_bus),
        .addr_out(addr_out),
        .addr_match(addr_match),
        .sr_start(sr_start),
        .inframe(inframe),
        .rw_bit(rw_bit),
        .edge_detect(edge_detect),
        .get_tx(tx_valid),
        .i2c_tx_data(tx_data),
        .send_rx(rx_valid),
        .i2c_rx_data(rx_data)
    );
    i2c_frame_bridge i2c_frame_bridge_inst(
        .clk(clk),
        .rst_n(rst_n),
        .rx_data(rx_data),
        .rx_valid(rx_valid),
        .tx_valid(tx_valid),
        .tx_data(tx_data),
        .sr_start(sr_start),
        .inframe(inframe),
        .rw_bit(rw_bit),
        .addr_match(addr_match),
        .edge_detect(edge_detect),
        .rdata(rdata),
        .addr(addr),
        .wr_en(wr_en),
        .rd_en(rd_en),
        .wdata(wdata)
    );
endmodule
### /design/flow/run.sh
#!/bin/bash
# OpenROAD 26Q1-2900-gdf79404cd8, Yosys 0.63+post, stock flow scripts
make -C /OpenROAD-flow-scripts/flow DESIGN_CONFIG=/design/flow/config.mk WORK_HOME=/design/flow/orfs finish
### /design/flow/config.mk
export PLATFORM = sky130hd
export DESIGN_NAME = i2c_top
export DESIGN_NICKNAME = i2c_top
export VERILOG_FILES = /design/flow/design.v
export SDC_FILE = /design/flow/constraint.sdc
export NUM_CORES = 4
export LEC_CHECK = 1
export CORE_UTILIZATION = 30
### /design/flow/constraint.sdc
current_design i2c_top

set clk_period 3.6
set clk_io_pct 0.2

create_clock -name clk0 -period $clk_period [get_ports {SCL_bus}]
create_clock -name clk1 -period $clk_period [get_ports {clk}]

set non_clock_inputs [all_inputs -no_clocks]
set_input_delay [expr $clk_period * $clk_io_pct] -clock clk0 $non_clock_inputs
set_output_delay [expr $clk_period * $clk_io_pct] -clock clk0 [all_outputs]
==> Implementation_results.wiki <==
== Flow metrics ==
{| class="wikitable"
! Metric !! Value
|-
| Number of global-route vias before repair || 1,022
|-
| Post-route worst hold slack || -0.2539 ns
|-
| Mean post-synth cell area || 10.17 sq um
|-
| Die footprint || 6525 sq um
|-
| CTS Root Cell || clkbuf_8
|-
| Path category of the worst min-delay check || clk -> reg
|-
| Number of max-slew violations in the final report || 0
|-
| Clock-pin slew reported for the worst setup and hold paths after clock tree synthesis || 0.06 ns
|-
| Pleak || 0.8653 nW
|-
| Setup violations, final || 0
|-
| Number of max-cap violations || 0
|-
| Cell chain of the critical path || clkdlybuf4s50_1
|-
| Final-report hold violation count || 1
|-
| Number of rows created at floorplan || 28
|-
| Number of synthesized register bits || 33
|-
| Fraction of layout instances using a drive strength above 1 || 12.37%
|-
| Worst VDD drop || 0.2263 mV
|-
| Initial DRC Count || 53
|-
| Final estimated routing congestion in global placement || 0.8270
|-
| Count of tool warnings || 61
|-
| Hold buffer count at cts || 0
|-
| Worst clock skew || 0.004634 ns
|-
| Tot GR Track Use || 9.416%
|-
| Count of library flops with an enable pin || 0
|-
| Cell count listed in synth_stat.txt || 183
|-
| Initial antenna violation count || 0
|-
| Fraction of post-synthesis cell area in the top cell type by area || 34.95%
|-
| Crit Path Max Fanout || 3
|-
| First-pass GRT wire length || 4629 um
|-
| Outcome || finished, violations left
|-
| Count of clock tree sinks || 33
|-
| Yosys Warn Count || 4
|-
| Mapped cell area || 1862 sq um
|-
| RSZ-0062 raised after global routing || no
|-
| Buffers added on ports || 3
|-
| HPWL after detailed placement || 1975 um
|-
| ANT nets after route || 0
|-
| Synth top area cells || dfrtp_1, buf_4, dfstp_2, nand2_1, ha_1
|-
| Type of destination of the critical path || output port
|-
| Via total after detailed routing || 1,100
|-
| Reg-to-reg slack, setup || 2.00 ns
|-
| Max incr delay on CP || 0.47 ns
|-
| Final standard cell area without fillers || 1909 sq um
|-
| Placement Cell Area || 1808 sq um
|-
| TritonCTS clock tree || built
|-
| Maximum number of pins on one net before global-route repair || 23
|-
| Synth area leader || dfrtp_1
|-
| CP max stage cell || clkdlybuf4s50_1
|-
| Number of CTS-inserted buffers || 5
|-
| Summed standard-cell area reported by yosys || 1862 sq um
|-
| Top Layout Cells || conb_1, dfrtp_1, nand2_1
|-
| Synth Seq Share || 44.83%
|-
| Measured slew at the worst slew-check pin || 0.7103 ns
|-
| Chip Height || 80.78 um
|-
| Slew HR || 52.55%
|-
| Post-CTS sizing || 0
|-
| Post-CTS repair timing setup buffer count || 0
|-
| Startpoint types || flop
|-
| Synth-to-Final Area Change || 2.554%
|-
| Init Core Util || 31.26%
|-
| Die width || 80.78 um
|-
| Required time at the endpoint of the critical path || 2.88 ns
|-
| Async SR Flop Fraction || 100.0%
|-
| Clock tree buffer depth || 2
|-
| Number of detailed-routing iterations run before antenna repair || 4
|-
| Arrival time reported for the critical path endpoint || 1.12 ns
|-
| Routed via count divided by cell count || 4.089
|-
| Worst Path Class, Setup || reg -> out
|-
| Most common logic cell in the routed design || conb_1
|-
| Power density cells || 445.9 nW/um^2
|-
| Buffers plus inverters on the worst setup path || 1
|-
| Ant diodes || 0
|-
| Kind of cell adding the most delay to the critical path || buffers and inverters
|-
| Dominant flop cell || dfrtp_1
|-
| Number of ports placed on the die boundary || 86
|-
| Count of cell types in the netlist || 40
|-
| Number of design rule violations left after detail routing || 0
|-
| Instance tally after logic synthesis || 183
|-
| Total congestion overflow || 0
|-
| Detailed-route wire length || 2724 um
|-
| Maximum level of the CTS H-tree || 2
|-
| Violations in the final reports || hold timing
|-
| Final sum of negative setup slack || 0 ns
|-
| Core box area || 5956 sq um
|-
| Routed length per placed instance || 10.13 um
|}
## kinds of logic (layout without fill, tap and decap cells)
family                   after synthesis  after routing  share of synthesized area [%]
AND/OR/NAND/NOR                       58             58                          18.68
multiplexers                           4              4                          2.419
flip-flops                            33             33                          44.83
buffers and inverters                 57             19                          21.44
XOR/XNOR                               1              1                         0.4705
AND-OR/OR-AND                         25             25                          9.274
adder cells (fa/ha/maj)                4              4                          2.688
other                                  1             50                         0.2014
## sequential cells by signal, indices dropped and copies added, names as in the netlist, named ones only
| register | flops |
|---|---|
| i2c_slave_interface_inst.inframe | 1 |
| i2c_slave_interface_inst.state | 10 |
| i2c_slave_interface_inst.i2c_start_stop_detect_inst.sda_sync | 2 |
| i2c_slave_interface_inst.sr_start | 1 |
| i2c_slave_interface_inst.bit_cnt | 4 |
| i2c_slave_interface_inst.i2c_start_stop_detect_inst.scl_sync | 2 |
| i2c_slave_interface_inst.SDA_buf | 1 |
| i2c_frame_bridge_inst.state | 5 |
| i2c_frame_bridge_inst.count | 4 |
| i2c_slave_interface_inst.SCL_buf | 1 |
## Yosys cell counts (4+ instances only)
| library cell | count |
|---|---|
| inv_1 | 6 |
| dfrtp_1 | 26 |
| nand4_1 | 4 |
| nand2_1 | 15 |
| nand3_1 | 4 |
| a21oi_1 | 8 |
| nor2_1 | 9 |
| dfstp_2 | 7 |
| a22oi_1 | 4 |
| nand3b_1 | 4 |
| nor2b_1 | 5 |
| ha_1 | 4 |
| buf_4 | 49 |
## power by group
part | total [W] | switching, W | internal [W] | leakage, nW
Clock | 0.000300 | 0.000128 | 0.000173 | 0.0542
Sequential | 0.000455 | 0.0000305 | 0.000425 | 0.431
Combinational | 0.0000958 | 0.0000673 | 0.0000285 | 0.380
Total | 0.000851 | 0.000225 | 0.000626 | 0.865
## path summary, 6_finish.rpt
path | start | end | depth (start not counted)
min in group asynchronous | rst_n | i2c_slave_interface_inst.bit_cnt[0] | 2
max reg2reg | flop | i2c_slave_interface_inst.bit_cnt[3] | 3
min reg2reg | i2c_slave_interface_inst.SCL_buf | flop | 0
max | i2c_frame_bridge_inst.state[7] | rd_en | 1
max in group asynchronous | rst_n | i2c_slave_interface_inst.state[0] | 2
max in group clk1 | rst_n | i2c_slave_interface_inst.state[7] | 4
min | SCL_bus | i2c_slave_interface_inst.SCL_buf | 0
min in group clk0 | i2c_frame_bridge_inst.state[6] | wr_en | 1
## stage by stage
step | instances | setup WS [ns] | util, % | total power [W]
final | 269 | 1.758 | 32.06 | 0.0008514
after global routing | 269 | 1.673 | 32.06 | 0.0009022
after CTS | 269 | 1.740 | 32.06 | 0.0008668
after detailed placement | 261 | 1.499 | 30.36 | 0.0005600
after global placement | 261 | 1.492 | 30.36 | 0.0005600
after floorplan | 232 | 1.735 | - | 0.0005632
## cell type report
cell class	instances	area, sq um
repair buffers	5	45.04
multi-input cells	142	812.0
inverters	6	22.52
clock inverters	1	5.005
clock buffers	7	96.34
fillers	613	4046
flip-flops and latches	33	834.6
well taps	75	93.84
## layer usage
| metal | routed length [um] | GRT usage (%) | share of wire [%] | vias up |
|---|---|---|---|---|
| li1 | - | - | - | 539 |
| met1 | 1275 | 13.18 | 47 | 515 |
| met2 | 1253 | 14.41 | 46 | 42 |
| met3 | 159 | 3.535 | 5.8 | 4 |
| met4 | 36 | 1.607 | 1.3 | 0 |
| met5 | 0 | 0 | 0 | - |
Power is estimated from default activity; no workload was simulated.
